### /design/flow/config.mk
export PLATFORM = sky130hd
export DESIGN_NAME = reg_file
export DESIGN_NICKNAME = reg_file
export VERILOG_FILES = /design/flow/design.v
export SDC_FILE = /design/flow/constraint.sdc
export NUM_CORES = 4
export LEC_CHECK = 1
export CORE_UTILIZATION = 40
### /design/flow/constraint.sdc
current_design reg_file

set clk_period 4.4
set clk_io_pct 0.2

create_clock -name clk0 -period $clk_period [get_ports {clk}]

set non_clock_inputs [all_inputs -no_clocks]
set_input_delay [expr $clk_period * $clk_io_pct] -clock clk0 $non_clock_inputs
set_output_delay [expr $clk_period * $clk_io_pct] -clock clk0 [all_outputs]
### /design/flow/design.v
`timescale 1ns / 1ps
module reg_file(clk,reset,regwrite,address_reg1,address_reg2,address_dest,data_dest,data_reg1,data_reg2);
input clk,reset,regwrite;
input [2:0] address_reg1,address_reg2,address_dest;
input [15:0] data_dest;
output [15:0] data_reg1,data_reg2;
reg [15:0] register [7:0];
initial
begin
	register [0] = 0;
	register [1] = 0;
	register [2] = 0;
	register [3] = 0;
	register [4] = 0;
	register [5] = 0;
	register [6] = 0;
	register [7] = 0;
end
always @ (posedge clk)
begin
	if (regwrite == 1)
	begin
		register [address_dest] = data_dest;
	end
end
assign data_reg1 = register[address_reg1];
assign data_reg2 = register[address_reg2];
endmodule
### /design/flow/run.sh
#!/bin/bash
# OpenROAD 26Q1-2900-gdf79404cd8, Yosys 0.63+post, stock flow scripts
make -C /OpenROAD-flow-scripts/flow DESIGN_CONFIG=/design/flow/config.mk WORK_HOME=/design/flow/orfs finish
==> out/notes.md <==
- **cells taking the most area after synthesis** edfxtp_1 (64%), mux4_1 (24%), mux2_2 (6.0%), mux4_2 (3.0%), buf_6 (1.5%)
- **Seq cells post-synth** 128
- **die width** 124.9 um
- **worst slew pin tran** 461.2 ps
- **worst vdd rail ir drop** 0.0002180 V
- **number of buffers inserted for hold repair after clock tree synthesis** 0
- **instance tally after logic synthesis** 255
- **required time worst endpoint** 3520 ps
- **Final GP Congestion** 0.7245
- **estimated wirelength of the detail-placed design** 6617 um
- **area growth from synthesis to layout** 21.76%
- **Post-CTS Setup Repair Bufs** 0
- **most instantiated flip-flop cell in the synthesis netlist** edfxtp_1
- **final-report setup violation count** 0
- **Max Freq** 268.2 MHz
- **WP buf/inv** 3
- **Rel. slew slack** 69.26%
- **height of the die** 124.9 um
- **number of DRC violations after detailed-routing iteration 0** 93
- **diodes inserted** 0
- **LEAKAGE** 0.002506 uW
- **master of the slowest instance on the critical path** clkdlybuf4s50_1
- **top cell type's share of synthesized area** 63.59%
- **aggregate negative setup slack** 0 ps
- **yosys cell count** 255
- **setup repair after global routing missed its margin** no
- **number of flip-flops under the largest register name** 128
- **boundary pin count** 60
- **via/cell ratio** 5.672
- **number of buffers added by the clock tree synthesis step** 17
- **classification of the worst-slack hold path** in2reg
- **cell repeated most along the worst path** clkdlybuf4s50_1
- **arrival time reported for the critical path endpoint** 2850 ps
- **capturing element type of the critical path** output port
- **depth of the worst hold-timing path** 1
- **per-instance average area after synthesis** 23.70 um^2
- **Longest Clk Path Bufs** 2
- **pin count of the biggest net entering global routing** 33
- **fin util** 50.26%
- **initial antenna violation count** 0
- **register area share after synthesis** 63.59%
- **result of the run** finished, final reports clean
- **# port buffers** 58
- **most area-hungry cell type in the Yosys netlist** edfxtp_1
- **CTS tree** yes
- **Setup crit start kind** input port
- **number of instances resized during post-cts repair** 0
- **total routing resource utilization after global routing** 17.13%
- **Final Hold Viols** 0
- **dominant delay contributor by cell family on the critical path** buffers and inverters
- **depth of the critical timing path with buffers and inverters included** 5
- **via count of the first global-routing pass** 3166
- **number of logged tool warnings** 26
- **distinct lib cells** 12
- **EDFF count, synth** 128
- **total standard cell area after synthesis** 0.006045 mm^2
- **Worst path max stage delay** 450 ps
- **post-layout period usage** 84.73%
- **async set-or-reset flop fraction in the synthesized netlist** 0%
- **total of warnings raised by yosys** 1
- **most used standard cell by instance count after synthesis** edfxtp_1
- **full die area** 0.01561 mm^2
- **class of the most critical setup path** in2out
- **PD cells** 381.7 mW/mm^2
- **Pre-Place Util** 41.28%
- **fraction of layout instances using a drive strength above 1** 23.62%
- **Max-Cap Viols** 0
- **maximum level of the CTS H-tree** 4
- **clock tree root buffer cell** clkbuf_16
- **ANT nets after route** 0
- **DR WL/cell** 22.28 um
- **DR vias** 2989
- **Clock Sinks** 128
- **number of max-slew violations in the final report** 0
- **cells along the critical path** clkdlybuf4s50_1 -> buf_4 -> mux4_1 -> mux2_2 -> clkdlybuf4s50_1
- **clock transition at the register clock pins on the worst setup and hold paths after CTS** 50 ps
- **first drt pass iteration count** 20
- **DRC Markers** 0
- **final WL** 11740 um
- **row count** 44
- **first-pass GRT wire length** 17510 um
- **Final Critical Period** 3728 ps
- **total cell area reported by yosys after synthesis** 0.006045 mm^2
- **list of most frequent post-synthesis cells** edfxtp_1 (128), mux4_1 (56), mux2_2 (32)
- **gr ovfl total** 0
- **area of the core** 0.01464 mm^2
- **maximum fanout along the worst path** 32
metrics by stage:
step | instances | power, uW | hold slack [ps] | instance area, um^2 | setup slack (ps)
2_1_floorplan | 255 | 1559 | 978.9 | 6045 | 1621
3_3_place_gp | 495 | 1697 | 1605 | 6870 | 647.5
3_5_place_dp | 495 | 1700 | 1613 | 6870 | 656.0
4_1_cts | 527 | 2840 | 1197 | 7360 | 659.6
5_1_grt | 527 | 2910 | 1225 | 7360 | 591.3
6_report | 527 | 2809 | 1213 | 7360 | 671.7
final cells by class:
cell class | instances | area (um^2)
Clock buffer | 21 | 440.4
Timing Repair Buffer | 74 | 715.7
Tap cell | 184 | 230.2
Sequential cell | 128 | 3844
Clock inverter | 11 | 48.80
Fill cell | 1143 | 7284
Multi-Input combinational cell | 109 | 2081
kinds of logic (layout without fill, tap and decap cells):
logic type	count (synthesis)	after routing	synth area share (%)
flip-flops	128	128	63.59
AND/OR/NAND/NOR	13	13	0.9729
buffers and inverters	18	106	2.153
multiplexers	96	96	33.29
final timing paths:
path,startpoint,end
worst max-delay path,address_reg2[2],data_reg2[9]
worst min-delay path,data_dest[15],register[6][15]
routing by layer:
metal | wire (um) | vias to the layer above | global-route usage (%)
li1 | - | 1325 | -
met1 | 4248 | 1507 | 23.85
met2 | 6001 | 147 | 27.03
met3 | 1378 | 10 | 9.027
met4 | 113 | 0 | 1.865
met5 | 0 | - | 0
power breakdown:
| part | total, uW | switching [uW] | internal [uW] |
|---|---|---|---|
| registers | 1400 | 12.6 | 1390 |
| clock network | 1140 | 438 | 699 |
| logic | 273 | 101 | 172 |
| total | 2810 | 551 | 2260 |
cells in the final DEF, fill, tap and decap left out, types with 4 or more instances in the layout:
master / count
buf_4: 14
edfxtp_1: 128
clkbuf_16: 17
clkdlybuf4s50_1: 56
mux4_2: 8
clkinv_1: 7
mux4_1: 56
nor2_1: 6
mux2_2: 32
clkbuf_1: 4
Power figures rest on the tool's default switching activity, not on a simulated workload.
